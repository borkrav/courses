<file path="flow/constraint.sdc">
current_design w450

set clk_period 6.6
set clk_io_pct 0.2

create_clock -name clk0 -period $clk_period [get_ports {clk}]

set non_clock_inputs [all_inputs -no_clocks]
set_input_delay [expr $clk_period * $clk_io_pct] -clock clk0 $non_clock_inputs
set_output_delay [expr $clk_period * $clk_io_pct] -clock clk0 [all_outputs]
</file>
<file path="flow/design.v">
module w450(mem_wr_data, mem_wr_addr, mem_wr_en, mem_rd_data1, mem_rd_addr1,
	mem_rd_data2, mem_rd_addr2, reset, clk);
	parameter n=8;
	output [n-1:0] mem_wr_data;
	output [n-1:0] mem_wr_addr;
	output mem_wr_en;
	input [n-1:0] mem_rd_data1;
	output [n-1:0] mem_rd_addr1;
	input [n-1:0] mem_rd_data2;
	output [n-1:0] mem_rd_addr2;
	input reset;
	input clk;
	parameter [2:0]
		st_if  = 3'b000,
		st_id  = 3'b001,
		st_l1  = 3'b010,
		st_l2  = 3'b011,
		st_ex  = 3'b100,
		st_wb  = 3'b101;
	reg[2:0] state;
	reg[n-1:0] PC;  
	reg[n-1:0] IR;  
	reg[n-1:0] REG [3:0];  
	reg[2:0] opcode;
	reg[1:0] reg1;
	reg[1:0] reg0;
	reg[0:0] dst;
	reg[n-1:0] dataFromMemory;  
	reg[0:0] memoryRead;  
	reg[n-1:0] dataToMemory;  
	reg[n-1:0] addressToWrite;  
	reg[0:0] memoryWrite;  
	reg[n-1:0] rd_addr;
	reg[n-1:0] wr_addr;
	reg[n-1:0] wr_data;
	reg wr_en;
	assign mem_rd_addr2 = rd_addr;
	assign mem_wr_addr = wr_addr;
	assign mem_wr_data = wr_data;
	assign mem_wr_en = wr_en;
	assign mem_rd_addr1 = PC;  
	parameter add = 3'b000;
	parameter addi = 3'b001;
	parameter sub = 3'b010;
	parameter subi = 3'b011;
	parameter mov = 3'b100;
	parameter movi = 3'b101;
	parameter beq = 3'b110;
	parameter blt = 3'b111;
	parameter ir_opcode_hi = 7;
	parameter ir_opcode_lo = 5;
	parameter ir_reg1_hi = 4;
	parameter ir_reg1_lo = 3;
	parameter ir_reg0_hi = 2;
	parameter ir_dst = 0;
	parameter ir_reg0_lo = 1;
	always@(posedge clk or posedge reset) begin  
		if(reset) begin
			state <= st_if;
			PC <= 8'h 00;
		end
		else
		case(state)
			st_if: begin
				IR <= mem_rd_data1;
				PC <= PC + 1;
				memoryRead <= 0;
				memoryWrite <= 0;
				state <= st_id;
				wr_en <= 0;
			end
			st_id: begin
				opcode <= IR[ir_opcode_hi:ir_opcode_lo];
				reg1 <= IR[ir_reg1_hi:ir_reg1_lo];
				reg0 <= IR[ir_reg0_hi:ir_reg0_lo];
				dst <= IR[ir_dst:ir_dst];
				state <= st_l1; 
			end
			st_l1: begin
				if (opcode == add || opcode == sub || opcode == mov) begin
					if (reg0 == 0) begin
						rd_addr <= REG[0];	
						memoryRead <= 1;
					end				
				end
				else begin
					rd_addr <= PC;
					PC <= PC + 1;
					dataFromMemory <= mem_rd_data1;
				end
				state <= st_l2;
			end
			st_l2: begin
				if(memoryRead == 1) begin
					dataFromMemory <= mem_rd_data2;
				end
				state <= st_ex;
			end
			st_ex: begin
				if(opcode == add) begin
					if(dst == 0) begin
						if(reg0 == 0) begin
							dataToMemory <= dataFromMemory + REG[reg1];
							addressToWrite <= REG[0];
							memoryWrite <= 1;
						end
						else begin
							REG[reg0] <= REG[reg0] + REG[reg1];
						end
					end
					else if(dst == 1) begin
						if(reg0 == 0) begin
							REG[reg1] <= REG[reg1] + dataFromMemory;
						end
						else begin
							REG[reg1] <= REG[reg1] + REG[reg0];
						end
					end
				end
				if(opcode == addi) begin
					REG[reg1] <= REG[reg1] + dataFromMemory;
				end
				if(opcode == sub) begin
					if(dst == 0) begin
						if(reg0 == 0) begin
							dataToMemory <= dataFromMemory - REG[reg1];
							addressToWrite <= REG[0];
							memoryWrite <= 1;
						end
						else begin
							REG[reg0] <= REG[reg0] - REG[reg1];
						end
					end
					else if(dst == 1) begin
						if(reg0 == 0) begin
							REG[reg1] <= REG[reg1] - dataFromMemory;
						end
						else begin
							REG[reg1] <= REG[reg1] - REG[reg0];
						end
					end
				end
				if(opcode == subi) begin
					REG[reg1] <= REG[reg1] - dataFromMemory;
				end
				if(opcode == mov) begin
					if(dst == 0) begin
						if(reg0 == 0) begin
							dataToMemory <= REG[reg1];
							addressToWrite <= REG[0];
							memoryWrite <= 1;
						end
						else begin
							REG[reg0] <= REG[reg1];
						end
					end
					else if(dst == 1) begin
						if(reg0 == 0) begin
							REG[reg1] <= dataFromMemory;
						end
						else begin
							REG[reg1] <= REG[reg0];
						end
					end
				end
				if(opcode == movi) begin
					REG[reg1] <= dataFromMemory;
				end
				if(opcode == beq) begin
					if(REG[reg1] == REG[reg0]) begin
						PC <= PC + dataFromMemory;
					end
				end
				if(opcode == blt) begin
					if(REG[reg1] < REG[reg0]) begin
						PC <= PC + dataFromMemory;
					end
				end
				state <= st_wb;
			end
			st_wb: begin
				if(memoryWrite == 1) begin
					wr_en <= 1;
					wr_addr <= addressToWrite;
					wr_data <= dataToMemory;
				end
				state <= st_if;
			end
			default: state <= st_if;
		endcase
	end
endmodule
</file>
<file path="flow/config.mk">
export PLATFORM = sky130hd
export DESIGN_NAME = w450
export DESIGN_NICKNAME = w450
export VERILOG_FILES = /design/flow/design.v
export SDC_FILE = /design/flow/constraint.sdc
export NUM_CORES = 4
export LEC_CHECK = 1
export CORE_UTILIZATION = 40
</file>
<file path="flow/run.sh">
#!/bin/bash
# OpenROAD 26Q1-2900-gdf79404cd8, Yosys 0.63+post, stock flow scripts
make -C /OpenROAD-flow-scripts/flow DESIGN_CONFIG=/design/flow/config.mk WORK_HOME=/design/flow/orfs finish
</file>
==> impl_metrics.tcl <==
# flow metrics
set metrics [dict create \
    status "finished clean" \
    cts_buffers 17 \
    fmax_ghz 0.191 \
    edf_count 99 \
    gp_congestion 1.13 \
    synthCells 1315 \
    drive_gt1_frac 0.106 \
    cts.sink_count 113 \
    cp.required_ns 6.85 \
    io_pins 51 \
    synth.largest_area_cell "edfxtp_1" \
    finClkSkew_ns 0.0205 \
    leakage_nw 4.56 \
    fillCellCount 2525 \
    ff_latch_area_sq_um 3320 \
    grt_pass1_wl_um 81700 \
    cts_tree "done" \
    drtIter0Drc 1754 \
    firstDrtPassIters 19 \
    wl_per_cell_um 33.6 \
    fin_crit_ns 5.24 \
    holdCritPathClass "reg2reg" \
    chipWidth_um 166 \
    postCtsResizedCells 0 \
    dieArea_sq_um 27600 \
    yosys-stat-area_sq_um 10800 \
    timing.hold.ws_ns 0.389 \
    slew_violations 0 \
    critPathLaunchType "register" \
    finalSetupViolCount 0 \
    grt_max_degree 45 \
    layout_top_cell "nand2_1" \
    worstMarginPinSlew_ns 1.24 \
    layout_top_cells "nand2_1 (160), o21ai_0 (131), a21oi_1 (125), nor2_1 (120), edfxtp_1 (99)" \
    insertion_delay_ns 0.43 \
    fin_util 0.473 \
    antenna_found_initial 1 \
    track_usage 0.434 \
    synthDistinctLibCells 79 \
    layout_setup_ws_ns 1.36 \
    pre_cts_slack_ns 1.61 \
    cts_root_buffer "clkbuf_16" \
    path_max_fanout 17 \
    warnings 50 \
    max_cap_violations 0 \
    logic_area_sq_um 6950 \
    holdBufCountCts 0 \
    hold_viol_final 0 \
    criticalPathCategory "reg2reg" \
    htreeDepth 4 \
    rsz0062_at_grt "no" \
    numPortBuffers 50 \
    topCellsByArea "edfxtp_1 (28%), ha_1 (6.4%), o21ai_0 (6.1%)" \
    die_h_um 166 \
    fin_setup_tns_ns 0 \
    fp_util 0.410 \
    crit_arrival_ns 5.48 \
    coreArea_sq_um 26300 \
    total_power_mw 1.78 \
    post_cts_buffers 0 \
    clkTransAtPathRegs_ns 0.07 \
    async_reset_ff_frac 0.124 \
    synth.top_cell.area_share 0.276 \
    power.density_nw_per_um2 143 \
    num_rows 59 \
    grt_pass1_vias 11200 \
    ys_seq_frac 0.308 \
    max-slew-margin-rel 0.165 \
    ff_type "edfxtp_1" \
    ys.warnings.count 2 \
    fin_crit_sh 0.794 \
    clockBufferDepth 2 \
    ys.flops 113 \
    remaining_drc_errors 0 \
    drt-total-wl_um 57600 \
    avgViaCountPerCell 6.95 \
    overflow 0 \
    cp-end-kind "register" \
    antenna_left 0 \
    ys_cells 1315 \
    dpl.hpwl_um 41600 \
    via_count 11900 \
    postSynthAreaPerCell_sq_um 8.20 \
    syn_area_sq_um 10800 \
    synthToLayoutAreaGrowth_pct 15.3 \
    peakVddDrop_mv 0.141 \
]
-- Yosys cell counts, drive strengths merged (13+ instances only) --
cell type and instances:
o22ai 31, nand2b 15, nor2b 23, edfxtp 99
nand2 162, o221ai 18, nor2 121, ha 55
nand3 16, a211oi 19, dfrtp 13, a31oi 28
clkbuf 59, nor3 30, mux2i 26, buf 22
o21a 17, xnor2 28, a221oi 15, a22oi 14
inv 45, mux2 23, a21oi 125, o21ai 134
-- cell families after synthesis --
family | after synthesis | share of synthesized area
AOI/OAI and AO/OA | 498 | 0.296
xor gates and xnor gates | 40 | 0.0339
adders and majority gates | 62 | 0.0769
buffers and inverters | 128 | 0.0476
DFF | 113 | 0.308
muxes | 56 | 0.0628
and+or+nand+nor | 418 | 0.174
-- final cells by class --
type                       instances  area share
multi-input combinational       1074       0.560
sequential                       113       0.268
timing repair buffer             107      0.0747
clock buffer                      17      0.0342
antenna                            5     0.00101
clock inverter                    15      0.0148
inverter                          47      0.0142
tap                              335      0.0337
-- path summary, 6_finish.rpt --
| check | start | end | slack [ns] | cells past startpoint |
|---|---|---|---|---|
| worst max-delay path | reg1[1] | REG[1][6] | 1.36 | 15 |
| worst min-delay path | state[3] | state[2] | 0.39 | 0 |
| worst max register to register | reg1[1] | REG[1][6] | 1.36 | 15 |
| worst min register to register | state[3] | state[2] | 0.39 | 0 |
| max in group asynchronous | reset | state[4] | 4.72 | 2 |
| min in group asynchronous | reset | state[3] | 1.49 | 2 |
-- layer usage --
metal | global-route usage | up-vias | share of wire
met5 | 0 | - | 0.0011
met3 | 0.190 | 260 | 0.14
met1 | 0.608 | 5652 | 0.40
li1 | - | 5048 | -
met2 | 0.583 | 942 | 0.39
met4 | 0.210 | 2 | 0.066
-- through the flow --
step / cells / cell area (sq um)
after floorplan: 1315 / 10800
after global placement: 1676 / 11800
after detailed placement: 1676 / 11800
after CTS: 1708 / 12400
after global routing: 1708 / 12400
final: 1713 / 12400
-- state kept, by name, summed over array words and instances (netlist names) --
name / flops
opcode: 3
reg0: 2
rd_addr: 8
addressToWrite: 8
REG: 32
reg1: 2
IR: 8
dst: 1
dataToMemory: 8
memoryWrite: 1
state: 6
wr_en: 1
memoryRead: 1
wr_addr: 8
wr_data: 8
PC: 8
dataFromMemory: 8
-- report_power, final --
| part | leakage [nW] | internal, mW | switching, mW | total (mW) |
|---|---|---|---|---|
| sequential | 1.07 | 0.768 | 0 | 0.768 |
| clock | 0.296 | 0.599 | 0.392 | 0.991 |
| combinational | 3.20 | 0.0106 | 0.00544 | 0.0161 |
-- worst max-delay path: stages, from the launching register on --
cell	delay (ns)
edfxtp_1	0.32
buf_4	0.31
mux4_2	0.74
inv_1	0.31
ha_1	0.22
inv_1	0.05
fa_1	0.41
a21o_1	0.21
a21oi_1	0.41
nor3_1	0.09
nand3b_1	0.42
o21ai_0	0.87
o21ai_0	0.21
a21oi_1	0.15
a211oi_1	0.06
a221oi_1	0.28
Power and IR drop assume default switching activity.
